### flow/config.mk
export PLATFORM = sky130hd
export DESIGN_NAME = read_operation
export DESIGN_NICKNAME = read_operation
export VERILOG_FILES = /design/flow/design.v
export SDC_FILE = /design/flow/constraint.sdc
export NUM_CORES = 4
export LEC_CHECK = 1
export CORE_AREA = 10 10 70 70
export DIE_AREA = 0 0 80 80
### flow/constraint.sdc
current_design read_operation

set clk_period 3.4
set clk_io_pct 0.2

create_clock -name clk0 -period $clk_period [get_ports {rclk}]

set non_clock_inputs [all_inputs -no_clocks]
set_input_delay [expr $clk_period * $clk_io_pct] -clock clk0 $non_clock_inputs
set_output_delay [expr $clk_period * $clk_io_pct] -clock clk0 [all_outputs]
### flow/design.v
`timescale 1ns / 1ps
module read_operation#(parameter SIZE = 4)(     
    input      [SIZE  :0] wq2_rptr,       
    input                 rinc,
    input                 rclk,
    input                 rrst_n,
    output reg            rempty,                  
    output     [SIZE-1:0] raddr,       
    output reg [SIZE  :0] rptr    
    );
    wire [SIZE:0] rgray_next;    
    wire          rempty_next;
    assign rempty_next = (rgray_next == wq2_rptr);  
    always @(posedge rclk or negedge rrst_n) begin
        if (!rrst_n)
            rempty <= 1'b0;    
        else
            rempty <= rempty_next;   
    end
    reg  [SIZE:0] rbin;                      
    wire [SIZE:0] rbin_next;
    assign rbin_next  = rbin + (rinc & ~rempty);
    always @(posedge rclk or negedge rrst_n) begin
        if (!rrst_n) begin
            rbin  <= 0;     
        end
        else begin
            rbin  <= rbin_next;    
        end
     end   
    assign raddr = rbin[SIZE-1:0];
    assign rgray_next = (rbin_next >> 1) ^ rbin_next; 
        always @(posedge rclk or negedge rrst_n) begin
        if (!rrst_n) begin
            rptr  <= 0;     
        end
        else begin
            rptr  <= rgray_next;    
        end
     end  
endmodule
### flow/run.sh
#!/bin/bash
# OpenROAD 26Q1-2900-gdf79404cd8, Yosys 0.63+post, stock flow scripts
make -C /OpenROAD-flow-scripts/flow DESIGN_CONFIG=/design/flow/config.mk WORK_HOME=/design/flow/orfs finish
==> impl_metrics.ini <==
; implementation run metrics
[logic_synthesis]
synth-warning-count = 1
share_of_the_yosys_chip_area_belonging_to_registers = 0.450
ys_cells = 45
synth-seq-cells = 10
postSynthAreaPerCell_um2 = 12.3
synth-area-yosys_um2 = 556
post_synth_instance_area_um2 = 556
syn-instance-count = 45
yosys.cell_types.count = 20

[final_layout]
final_layout_size_suffix_gt1_frac = 0.111
area_growth_syn_to_layout_pct = 42.1
stdcell_area_um2 = 790

[die]
design.core.area_mm2 = 0.00342
die_y_um = 80
num_rows = 21
ios = 18
fp.dieW_um = 80
initial_core_util = 0.163
fp.dieArea_mm2 = 0.00640

[drt]
routed_wl_um = 1110
detail_route.wl_per_cell_um = 10.2
via_count = 374
drt-initial-drc-count = 15
antennaDiodeCount = 0
drt_first_pass_iters = 4
drt-vias-per-instance = 3.43
drt.antenna.violating_nets = 0
route.detailed.drc = 0

[worst_hold_path]
hold_path_class = reg2reg
hold_path_start = rbin[3]
hold_path_end = rbin[3]
whs_path_depth = 1

[timing]
max_slew_margin = 0.703
hold_ws_ns = 0.592
final-hold-violation-count = 0
rsz0062_at_grt = false
timing.final.setup_violations = 0
layout_worst_path_cycle_share = 0.701
final_max_slew_violation_tally = 0
worstMarginPinSlew_ns = 0.444
worst_slack_ns = 1.02
max_freq_mhz = 419
worst_clock_skew_ns = 0.00238
setup_tns_ns = 0
min_period_ns = 2.38

[setup_path]
timing.critical_path.buf_inv = 1
critical_path.top_delay_family = adder cells
slowest_cell_on_the_critical_path = sky130_fd_sc_hd__clkdlybuf4s50_1
worst_r2r_startpoint = rempty
crit_start_category = input port
data_required_time_at_the_worst_endpoint_ns = 3.55
crit-reg2reg-capture = rempty
worstPathCellList = clkdlybuf4s50_1 > nor2b_1 > ha_1 > ha_1 > xnor3_1 > and3_1 > o211ai_2 > a21oi_2
worstPathMaxFanout = 5
worst_ep_arrival_time_ns = 2.53
timing.critical_path.to_type = register
regToRegSetupSlack_ns = 1.51
crit_type = in2reg
cp.depth = 8
critPathMostFrequentCell = sky130_fd_sc_hd__ha_1
critical_path.max_stage_delay_ns = 0.44
r2r_worst_path_depth = 7

[clock_tree]
clkSlewWorstSetupHoldPaths_ns = 0.06
cts_htree_levels = 1
cts_setup_buffers = 0
cts_hold_repair.buffers = 0
cts_buffers = 3
cts_max_path_buffers = 2
postCtsResizedCells = 0
tritoncts = yes
clock_sink_count = 10
clk_latency_ns = 0.26
clock_tree.root_cell = sky130_fd_sc_hd__clkbuf_4

[pwr]
vdd_ir_drop_max_v = 0.000296
p_leak_nw = 0.333
p_per_area_mw_per_mm2 = 931

[grt]
grt_start_max_net_pins = 11
grt_antenna_before_repair = 0
grt_overall_usage = 0.0388
grt_first_pass_wirelength_um = 1960
global_route.overflow_total = 0
via_count_of_the_first_global_routing_pass = 402

[placed_design]
dp_hpwl_um = 953
globalplace.congestion = 0.760
placed_cell_area_um2 = 767
dp_slack_ns = 0.741
place.port_buffers = 17

[run]
max_cap_viol_count = 0
tool_warnings = 25

[run_status]
outcome = finished clean
==> cells in the final DEF (no fill, tap or decap), drive strengths merged <==
master	instances
nand3	3
a21o	1
ha	2
clkdlybuf4s50	17
o211ai	1
nor2b	1
clkbuf	3
xnor2	7
and3	1
inv	2
nand2b	1
a21boi	1
nor3	1
dfrtp	10
and2	1
a21oi	1
xnor3	2
xor2	5
a2bb2oi	1
nand2	2
==> cell usage after synthesis <==
| cell | number | share of area |
|---|---|---|
| sky130_fd_sc_hd__xnor2_1 | 7 | 0.11 |
| sky130_fd_sc_hd__buf_6 | 1 | 0.020 |
| sky130_fd_sc_hd__nand3_1 | 3 | 0.027 |
| sky130_fd_sc_hd__and2_1 | 1 | 0.011 |
| sky130_fd_sc_hd__xor2_1 | 5 | 0.079 |
| sky130_fd_sc_hd__xnor3_1 | 2 | 0.081 |
| sky130_fd_sc_hd__and3_1 | 1 | 0.011 |
| sky130_fd_sc_hd__buf_2 | 1 | 0.0090 |
| sky130_fd_sc_hd__ha_1 | 2 | 0.045 |
| sky130_fd_sc_hd__a21o_1 | 1 | 0.014 |
| sky130_fd_sc_hd__nor3_2 | 1 | 0.018 |
| sky130_fd_sc_hd__nor2b_1 | 1 | 0.011 |
| sky130_fd_sc_hd__a21oi_2 | 1 | 0.016 |
| sky130_fd_sc_hd__dfrtp_1 | 10 | 0.45 |
| sky130_fd_sc_hd__inv_1 | 2 | 0.014 |
| sky130_fd_sc_hd__a2bb2oi_1 | 1 | 0.016 |
| sky130_fd_sc_hd__nand2_1 | 2 | 0.014 |
| sky130_fd_sc_hd__nand2b_1 | 1 | 0.011 |
| sky130_fd_sc_hd__o211ai_2 | 1 | 0.023 |
| sky130_fd_sc_hd__a21boi_2 | 1 | 0.020 |
==> through the flow <==
stage / power [mW] / util / cells
after floorplan: 0.509 / - / 45
after global placement: 0.667 / 0.225 / 106
after detailed placement: 0.671 / 0.225 / 106
after CTS: 0.753 / 0.231 / 109
after global routing: 0.808 / 0.231 / 109
final: 0.735 / 0.231 / 109
==> worst max path at each step <==
stage         from      to  slack, ns
CTS           rinc  rempty       1.02
global route  rinc  rempty       0.91
finish        rinc  rempty       1.02
==> per-layer routing <==
metal	part of all wire	GRT usage	vias up
met5	0	0	-
met2	0.36	0.0498	16
met1	0.48	0.0507	170
li1	-	-	186
met4	0.0072	0.00352	0
met3	0.15	0.0318	2
==> state kept, by name (all words and copies together) (netlist names) <==
| name | cells |
|---|---|
| rbin | 4 |
| rempty | 1 |
| rptr | 5 |
==> cell families after synthesis <==
kind of cell / count (synthesis) / share of synthesized area
xor+xnor: 14 / 0.270
buf+inv: 4 / 0.0428
flops: 10 / 0.450
simple gates: 10 / 0.104
compound gates: 5 / 0.0878
fa+ha+maj: 2 / 0.0450
==> report_power, final <==
part	switching (mW)	internal (mW)	total, mW
Combinational	0.158	0.262	0.420
Sequential	0.0543	0.183	0.237
Clock	0.0375	0.0408	0.0782
==> cell type report <==
type,count,area [um2]
tap,46,57.6
multi-input combinational,31,282
timing repair buffer,17,170
fill,386,2630
inverter,2,7.51
sequential,10,250
clock buffer,3,22.5
Power figures rest on the tool's default switching activity, not on a simulated workload.
