`./constraint.sdc`:
```
current_design APB_MASTER

set clk_period 4.0
set clk_io_pct 0.2

create_clock -name clk0 -period $clk_period [get_ports {Pclk}]

set non_clock_inputs [all_inputs -no_clocks]
set_input_delay [expr $clk_period * $clk_io_pct] -clock clk0 $non_clock_inputs
set_output_delay [expr $clk_period * $clk_io_pct] -clock clk0 [all_outputs]
```
`./config.mk`:
```
export PLATFORM = sky130hd
export DESIGN_NAME = APB_MASTER
export DESIGN_NICKNAME = APB_MASTER
export VERILOG_FILES = /design/flow/design.v
export SDC_FILE = /design/flow/constraint.sdc
export NUM_CORES = 4
export LEC_CHECK = 1
export CORE_UTILIZATION = 40
```
`./run.sh`:
```
#!/bin/bash
# OpenROAD 26Q1-2900-gdf79404cd8, Yosys 0.63+post, stock flow scripts
make -C /OpenROAD-flow-scripts/flow DESIGN_CONFIG=/design/flow/config.mk WORK_HOME=/design/flow/orfs finish
```
`./design.v`:
```
`timescale 1ns / 1ps
module APB_MASTER(
                    input  Presetn,            
                    input  Pclk,               
                    input [32:0] addr_temp,   
                    input [31:0] data_temp,   
                    input [31:0] Prdata,      
                    input transfer,           
                    input Pready,             
                    output reg Psel,               
                    output reg [31:0] Paddr,       
                    output reg [31:0] Pdata,       
                    output reg [31:0] rdata_temp,  
                    output reg Pwrite,             
                    output reg Penable             
                    );
reg [1:0] present_state, next_state;
parameter IDLE   = 2'b01;
parameter SETUP  = 2'b10;
parameter ENABLE = 2'b11;
always @(posedge Pclk or negedge Presetn) begin
  if (!Presetn)
    present_state <= IDLE;   
  else
    present_state <= next_state;
end
always @(*) begin
  case (present_state)
    IDLE: begin
      if (transfer)
        next_state = SETUP;  
      else
        next_state = IDLE;
end
    SETUP: begin
    if (Pready)
      next_state = ENABLE;  
    else 
      next_state = SETUP;
    end
    ENABLE: begin
      if (Pready) begin
        if (transfer)
          next_state = SETUP;  
        else
          next_state = IDLE;   
        end else begin
          next_state = ENABLE;    
        end
      end
    default: next_state = IDLE;     
  endcase
end
always @(posedge Pclk or negedge Presetn) begin
  if (!Presetn) begin
    Psel       <= 1'b0;
    Penable    <= 1'b0;
    Paddr      <= 32'b0;
    Pdata      <= 32'b0;
    rdata_temp <= 32'b0;
    Pwrite     <= 1'b0;
  end else begin
    case (present_state)
      IDLE: begin
        Psel    <= 1'b0;    
        Penable <= 1'b0;    
      end
      SETUP: begin
        Psel    <= 1'b1;               
        Penable <= 1'b0;               
        Paddr   <= addr_temp[31:0];    
        Pwrite  <= addr_temp[32];      
      end
      ENABLE: begin
        Penable <= 1'b1;               
        if (Pready) begin
          if (Pwrite) begin
            Pdata      <= data_temp;   
            rdata_temp <= 32'b0;       
          end else begin
            rdata_temp <= Prdata;      
            Pdata      <= 32'b0;       
          end
        end
      end
    endcase
  end
end
endmodule
```
==> summary.txt <==
Implementation status.

- The overall die width is 110 um.
- The via count of the first global-routing pass is 3323.
- The global route stage reports its total congestion overflow as 0.
- The OpenROAD warning count is 25.
- Once the clock tree was built, the setup fixing pass inserted 0 buffers.
- The area fraction in xor and xnor cells is 0%.
- The max-capacitance violation count is 0.
- The max-slew violation total from the final report is 0.
- The remaining max-slew budget at the tightest pin is 51.3%.
- The fraction of met2 tracks used by global routing is 29.3%.
- The worst setup path is launched from a flop.
- In the Yosys report the total cell count is 369.
- The areal power density over the cells is 682 nW/um^2.
- The worst VDD IR drop from the latest analysis is 0.327 mV.
- The register area share after synthesis is 54.8%.
- The global routing report lists met1 layer usage as 30.4%.
- The capturing point of the worst reg2reg path is rdata_temp[12].
- Entering global routing, the biggest net connects 68 pins.
- The first global-routing pass estimated 17.5 mm of wire.
- The worst setup skew after layout is 0.00690 ns.
- The slew of the pin with the lowest slew margin is 0.731 ns.
- The count of filler cells inserted in the layout is 913.
- The number of antenna cells inserted is 0.
- The average cell area after synthesis is 12.6 um^2.
- Before any placement, the netlist area is recorded as 4660 um^2.
- The path type of the worst setup path is reg2out.
- The routed layout has 3404 vias.
- STA puts the critical path data arrival time at 1.20 ns.
- The clock-pin slew reported for the worst setup and hold paths after clock tree synthesis is 0.07 ns.
- Port buffering added 199 buffers.
- The relative area change from synthesis to final layout is 47.9%.
- The routed length per placed instance is 16.1 um.
- Per the final layout report, the fraction of cells sized above drive strength 1 comes to 21.1%.
- Looking at the clock tree report, the H-tree level count equals 3.
- The number of detailed-routing iterations run before antenna repair is 4.
- The worst setup path is captured at an output pin.
- The synthesized instance count is 369.
- The count of final setup violators is 0.
- For reference, the top logic cell family by area is AND-OR/OR-AND gates.
- Summed over all cells, the static leakage comes to 2.91 nW.
- Of the total synthesized cell area, the portion taken by AND, OR, NAND and NOR gates is 10.6%.
- The final timing report derives a shortest allowable period of 2.00 ns.
- The peak per-stage delay on the critical path is 0.52 ns.
- In this run the worst setup path terminates at rdata_temp[6].
- Setup repair after global routing left no endpoint under its margin.
- The remaining routing DRC violations is 0.
- In this run the clock root is driven by a clkbuf_16.
- The core outline area is 11400 um^2.
- The number of antenna violations at the first check in global routing is 0.
- Wires add up to 11.3 mm.
- The pre-placement core utilization is 41.0%.
- The worst-case reg-to-reg setup slack stands at 2.32 ns.
- In the global route stage, met3 resource usage came out at 3.26%.
- The library cells used most frequently in the layout, excluding fill and tap cells, are clkdlybuf4s50_1, dfrtp_1, inv_1.
- The adder and majority cell fraction of the synthesized area is 0%.
- The worst path uses 50.0% of the clock period.
- Once synthesis finished, the tally of register bits stood at 102.
- The average via count per standard cell is 4.85.
- The die extent in y is 110 um.
- The gate family responsible for the most delay along the worst path is buffers and inverters.
- Clock tree synthesis inserted a total of 9 buffers.
- 200 I/O pins were placed.
- The maximum buffer depth of the clock tree is 2.
- The final weighted congestion of routability-driven global placement is 0.769.
- The final-report hold violation count is 0.
- Per STA, the worst path is made up of clkdlybuf4s50_1.
- The clock latency at the later pin of the worst-skew pair is 0.34 ns.
- The count of routing violations after the opening detailed-route iteration is 163.
- The worst-path cell with the longest stage delay is clkdlybuf4s50_1.
- The most critical setup path has its startpoint at rdata_temp[6].
- The post-route setup TNS is 0 ns.
- After clock tree synthesis, the repair step resized 0 gates.
- The number of rows created at floorplan is 39.
- The worst register-to-register path depth is 3.
- The count of distinct cell types in the synthesized netlist is 21.
- Measured against the total synthesized area, the mux share comes to 10.4%.
- The clock tree from TritonCTS is built.
- The maximum fanout count along the critical path is 2.
- The number of buffers and inverters on the critical path is 1.
- The classification of the worst-slack hold path is in2async.
- The number of warnings reported in the yosys synthesis log is 1.
- The maximum clock rate is 500 MHz.
- STA puts the critical path data required time at 3.20 ns.
- In this run the number of cells on the critical path is 1.
- The most frequent logic cell in the layout is clkdlybuf4s50_1.
- The number of buffers added to fix hold violations after cts is 0.
- According to the Yosys statistics, the synthesized design has a chip area of 4660 um^2.
- Nets still carrying antenna violations after routing amount to 0.
- The number of clock sinks came to 102.
- Note, the detailed placer reported a final HPWL of 7.51 mm.
- Per the synthesis report, the AND-OR/OR-AND share of the synthesized area is 12.3%.
- The total die size is 12100 um^2.
- Across every metal layer, demand over resource in global routing totals 19.4%.
- The tightest hold margin is 0.470 ns.
- The flow ran to the end, and the final reports show no timing, DRC or antenna violations.
- The global routing stage identified its most utilized layer as met1.
registers in the layout, indices dropped and copies added (netlist names), named ones only:
| name | count |
|---|---|
| rdata_temp | 32 |
| Pdata | 32 |
| Psel | 1 |
| Paddr | 32 |
| Penable | 1 |
| Pwrite | 1 |
| present_state | 2 |
per-stage QoR:
step	utilization (%)	power [mW]	instances	area, um^2	setup slack (ns)
after floorplan	-	2.63	369	4660	2.63
after global placement	57.8	3.82	686	6580	1.79
after CTS	60.6	4.76	702	6890	1.99
after detailed placement	57.8	3.82	686	6580	1.79
final	60.6	4.70	702	6890	2.00
after global routing	60.6	5.01	702	6890	1.96
power by group:
group	leakage [nW]	switching [mW]	internal, mW	total [mW]
logic	1.50	0.600	1.40	2.00
registers	1.26	0.271	1.52	1.79
clock network	0.153	0.395	0.515	0.910
total	2.91	1.27	3.43	4.70
routing by layer:
layer | routed length (um) | vias to the layer above
met5 | 0 | -
met4 | 350 | 0
met3 | 692 | 22
met2 | 5200 | 104
met1 | 5090 | 1642
li1 | - | 1636
Yosys cell counts:
cell        n  area (um^2)
dfrtp_1   101         2530
inv_1      67          251
o21ai_2    60          526
nand4_1    32          200
nand4b_1   32          280
mux2_4     27          405
buf_2      10         50.1
buf_12      7          140
mux2_1      6         67.6
buf_4       5         37.5
buf_6       5         56.3
clkbuf_1    5         18.8
o21ai_1     4         20.0
a21o_1      1         7.51
a21oi_1     1         5.00
a31o_1      1         8.76
and2_4      1         8.76
dfstp_2     1         26.3
mux2_2      1         11.3
nor2_1      1         3.75
o22ai_1     1         6.26
layout make-up:
type	instances	area, um^2	share of cell area, %
clock inverter	6	77.6	1.13
multi-input combinational	168	1550	22.5
tap	143	179	2.60
sequential	102	2560	37.1
clock buffer	10	239	3.47
inverter	67	251	3.65
timing repair buffer	206	2040	29.6
how the worst min path moves through the flow:
stage,endpoint,slack (ns),depth (start not counted)
CTS,Paddr[16],0.49,1
global route,Paddr[16],0.50,1
finish,Pdata[9],0.47,1
cells by family after synthesis:
logic type,after synthesis
AND/OR/NAND/NOR,66
AND-OR/OR-AND,68
multiplexers,34
flip-flops,102
buffers and inverters,99
No activity file was given, so power comes from the tool's default toggle rates.
