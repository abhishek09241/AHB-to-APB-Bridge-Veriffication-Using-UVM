## design/flow/config.mk

```make
export PLATFORM = sky130hd
export DESIGN_NAME = write_operation
export DESIGN_NICKNAME = write_operation
export VERILOG_FILES = /design/flow/design.v
export SDC_FILE = /design/flow/constraint.sdc
export NUM_CORES = 4
export LEC_CHECK = 1
export CORE_AREA = 10 10 70 70
export DIE_AREA = 0 0 80 80
```

## design/flow/constraint.sdc

```tcl
current_design write_operation

set clk_period 3.0
set clk_io_pct 0.2

create_clock -name clk0 -period $clk_period [get_ports {wclk}]

set non_clock_inputs [all_inputs -no_clocks]
set_input_delay [expr $clk_period * $clk_io_pct] -clock clk0 $non_clock_inputs
set_output_delay [expr $clk_period * $clk_io_pct] -clock clk0 [all_outputs]
```

## design/flow/design.v

```verilog
`timescale 1ns / 1ps
module write_operation#(parameter SIZE = 4)(   
    input      [SIZE  :0]  rq2_wptr,       
    input                  winc,
    input                  wclk,
    input                  wrst_n,
    output reg             wfull,                 
    output     [SIZE-1:0]  waddr,     
    output reg [SIZE  :0]  wptr    
    );
    reg  [SIZE:0] wbin;            
    wire [SIZE:0] wbin_next;      
    wire [SIZE:0] wgray_next;     
    wire          wfull_next;
    assign wbin_next  = wbin + (winc & ~wfull);
      always @(posedge wclk or negedge wrst_n) begin
                if (!wrst_n) begin
                    wbin  <= 0;     
                end
                else begin
                    wbin  <= wbin_next;    
                end
      end
    assign waddr = wbin[SIZE-1:0];       
    assign wgray_next = (wbin_next >> 1) ^ wbin_next;
       always @(posedge wclk or negedge wrst_n) begin
                if (!wrst_n) begin
                    wptr  <= 0;    
                end
                else begin
                    wptr  <= wgray_next;   
                end
       end
   assign wfull_next = (rq2_wptr == {!wgray_next[SIZE:SIZE-1],wgray_next[SIZE-2:0]});
      always @(posedge wclk or negedge wrst_n) begin
            if (!wrst_n)
                wfull <= 1'b0;    
            else
                wfull <= wfull_next;   
      end
endmodule
```

## design/flow/run.sh

```bash
#!/bin/bash
# OpenROAD 26Q1-2900-gdf79404cd8, Yosys 0.63+post, stock flow scripts
make -C /OpenROAD-flow-scripts/flow DESIGN_CONFIG=/design/flow/config.mk WORK_HOME=/design/flow/orfs finish
```

==> summary.txt <==
impl run done, here's what came out: GR Overflow Total 0, Hold WC Path Type flop to flop, maximum clock rate 430 MHz, Hold Startpoint wptr[4]$_DFF_PN0_, Avg Inst Size Synth roughly 14 um2, CP delay by family, top adder cells, busiest grt layer met2, hold depth 2, number of enable flip-flop cells 0, Root Buffer clkbuf_4, Worst-Skew Late Latency 260 ps, crit start category primary input, top-count cell post-synth dfrtp_1, crit-path cells clkdlybuf4s50_1, nor2b_1, ha_1, ha_1, nand3_1, xor2_1, ha_1, xor2_1, nor2_1, and4_1, number of cells upsized or downsized after cts 0, fraction of layout cells with a size suffix above 1 0.0755, Die ar. around 6400 um2, RSZ-0062 raised after global routing false, Max-slew headroom 0.709, CTS Hold Bufs 0, CP arrival 2470 ps, htree depth 1, CP peak stage delay about 440 ps, CTS tree done, crit share post-route 0.774, YS warnings 1, Mux area share 0, ys cells 32, per-cell routed wire length 9.96 um, met2 usage 0.0482, Hold EP wptr[4]$_DFF_PN0_, Synth top cells by count 10 x dfrtp_1, 6 x xor2_1, 3 x ha_1, 3 x xnor2_1, crit path max-delay cell type clkdlybuf4s50_1, CP Class primary input to flop, YS chip area 457 um2, max_cap viols 0, Worst Path Buf+Inv 1, largest net degree at the start of global routing 11, crit path DRT 3150 ps, FF-to-FF Start wfull$_DFF_PN0_, Vias per Instance 2.99, Top cells by area dfrtp_1 55%, xor2_1 12%, ha_1 8.2%, LEAKAGE between 0.0003 and 0.0004 uW, initial antenna violation count 0, Initial DRC Count 22, skew final ~0.7 ps, first-pass GRT wire length between 1500 and 2000 um, clock-pin transition on the worst setup and hold timing paths approximately 60 ps, DR vias between 200 and 300, tool warnings 25, fin crit period 2320 ps, post-synth top area cell dfrtp_1, CP dominant cell by count ha_1, Cell variety after synth 12, Least-Margin Pin Slew between 400 and 500 ps, Die W 80 um, Final Hold Violation Tally 0, Adder-Cell Fraction of Synth Area 0.0822, global routing usage on met3 0.0261, Placed Area 684 um2, aoi share 0.0164, GR Util met1 0.0444, ys flop type dfrtp_1, Die Ht 80 um, final count of negative-setup-slack endpoints 0, P per Cell Area about 1100 nW/um2, Core Region 3420 um2, fin cells 99, gr usage total 0.0351, CP Max Fanout 3, DP Cell Count 95, routed wire length about 1000 um, Power, Total 786 uW, I/O pin count 18, top comb family, area XOR/XNOR gates, number of port buffers 17, gpl congestion 0.765, CTS Buf Count 3, FF-to-FF setup slack 1090 ps, Synth Seq Share 0.548, yosys xor share 0.274, maximum root-to-sink buffer count 2, Core Util at FP 0.134, drt drc 0, drt pass-1 iters 3, total setup buffers inserted after CTS 0, mapped cell area roughly 460 um2, R2R Path End wfull$_DFF_PN0_, ys flops 10, post-route ant nets 0, Gate Count Post-Synth 32, site row count 21, max-slew violation count 0, Hold WS 541 ps, dpl hpwl 876 um, n_diodes 0, status complete, no violations, Simple-Gate Area Share 0.0630, fill count roughly 380, ys async rst share 1.00, CTS sink cnt 10, final instance area approximately 720 um2, element type at the critical path end flop, Max VDD drop between 0.2 and 0.25 mV, vias in the first global route 331, Syn-to-layout area delta 57.8%, Top cell area share 0.548, reg2reg path depth 9, Setup TNS 0 ps
==> where the power goes <==
| part | switching [uW] | internal (uW) | total (uW) |
|---|---|---|---|
| clock | 42.0 | 73.5 | 115 |
| combinational | 144 | 274 | 418 |
| sequential | 44.4 | 209 | 253 |
==> routing by layer <==
layer  up-vias  part of all wire
met3         2              0.11
met5         -                 0
met2        12              0.43
li1        149                 -
met1       133              0.45
met4         0            0.0061
==> cells in the final DEF, fill, tap and decap left out <==
master / n
clkbuf_8: 1
nor2_1: 1
xor3_1: 1
xor2_1: 6
clkdlybuf4s50_1: 17
a21boi_1: 1
inv_1: 2
xnor3_1: 1
dfrtp_1: 10
and4_1: 1
ha_1: 3
nand3_1: 2
nor2b_1: 1
clkbuf_4: 3
xnor2_1: 3
==> sequential cells by signal (all words and copies together) (netlist names) <==
name   flops
wfull      1
wbin       4
wptr       5
==> stage by stage <==
stage / utilization / setup slack, ps
after floorplan: - / 967
after global placement: 0.200 / 406
after detailed placement: 0.200 / 389
after CTS: 0.211 / 651
after global routing: 0.211 / 490
final: 0.211 / 677
==> how the worst max path moves through the flow <==
stage	end	depth (start not counted)	startpoint	slack [ps]
finish	wfull$_DFF_PN0_	10	winc	680
global route	wfull$_DFF_PN0_	10	winc	490
CTS	wfull$_DFF_PN0_	10	winc	650
==> tightest hold or removal path: stages (launching register included) <==
cell	delay, ps
dfrtp_1	360
xor2_1	100
inv_1	50
==> final cells by class <==
cell class | instances | area [um2] | share of cell area
Tap cell | 46 | 57.6 | 0.0799
Sequential cell | 10 | 250 | 0.347
Multi-Input combinational cell | 20 | 199 | 0.276
Inverter | 2 | 7.51 | 0.0104
Timing Repair Buffer | 17 | 170 | 0.236
Clock buffer | 4 | 36.3 | 0.0503
==> cell families after synthesis <==
| kind of cell | count (synthesis) |
|---|---|
| DFF | 10 |
| AOI/OAI and AO/OA | 1 |
| and+or+nand+nor | 5 |
| xor gates and xnor gates | 11 |
| buffers and inverters | 2 |
| adders and majority gates | 3 |
Power and IR drop assume default switching activity.
